==> /design/flow/design.v <==
module spi_peripheral(
	input          fastclk,  
	input          SCK,
	input          MOSI,
	input          SSEL,
	output         MISO,
	output [31:0] rcvd_word,
	output         rcvd_word_valid,
	input  [31:0] send_word
);
	reg [2:0] SCKr;
	always @(posedge fastclk) SCKr <= {SCKr[1:0], SCK};
	wire SCK_risingedge  = (SCKr[2:1]==2'b01);   
	wire SCK_fallingedge = (SCKr[2:1]==2'b10);   
	reg [2:0] SSELr;
	always @(posedge fastclk) SSELr <= {SSELr[1:0], SSEL};
	wire SSEL_active       = ~SSELr[1];   
	wire SSEL_startmessage = (SSELr[2:1]==2'b10);   
	wire SSEL_endmessage   = (SSELr[2:1]==2'b01);   
	reg [1:0] MOSIr;
	always @(posedge fastclk) MOSIr <= {MOSIr[0], MOSI};
	wire MOSI_data = MOSIr[1];
	reg [4:0] bitcnt;
	reg word_received;   
	reg [31:0] byte_data_received;
	always @(posedge fastclk) begin
		if(~SSEL_active)
			bitcnt <= 3'b000;
		else
			if(SCK_risingedge) begin
				bitcnt <= bitcnt + 3'b001;
				byte_data_received <= {byte_data_received[30:0], MOSI_data};
			end
	end
	always @(posedge fastclk) word_received <= SSEL_active && SCK_risingedge && (bitcnt==5'b11111);
	reg [31:0] byte_data_received_hold;
	always @(posedge fastclk) if(word_received) byte_data_received_hold <= byte_data_received;
	assign rcvd_word = byte_data_received_hold;
	assign rcvd_word_valid = word_received;
	always @(posedge fastclk) if(word_received) byte_data_received_hold <= byte_data_received;
	reg [31:0] word_data_sent;
	always @(posedge fastclk)
		if(SSEL_active) begin
			if(SSEL_startmessage)
				word_data_sent <= send_word;   
			else
				if(SCK_fallingedge) begin
					if(bitcnt==3'b000)
						word_data_sent <= 8'h00;   
					else
						word_data_sent <= {word_data_sent[30:0], 1'b0};
				end
		end
	assign MISO = word_data_sent[31];   
endmodule
==> /design/flow/run.sh <==
#!/bin/bash
# OpenROAD 26Q1-2900-gdf79404cd8, Yosys 0.63+post, stock flow scripts
make -C /OpenROAD-flow-scripts/flow DESIGN_CONFIG=/design/flow/config.mk WORK_HOME=/design/flow/orfs finish
==> /design/flow/config.mk <==
export PLATFORM = sky130hd
export DESIGN_NAME = spi_peripheral
export DESIGN_NICKNAME = spi_peripheral
export VERILOG_FILES = /design/flow/design.v
export SDC_FILE = /design/flow/constraint.sdc
export NUM_CORES = 4
export LEC_CHECK = 1
export CORE_UTILIZATION = 50
==> /design/flow/constraint.sdc <==
current_design spi_peripheral

set clk_period 5.1
set clk_io_pct 0.2

create_clock -name clk0 -period $clk_period [get_ports {fastclk}]

set non_clock_inputs [all_inputs -no_clocks]
set_input_delay [expr $clk_period * $clk_io_pct] -clock clk0 $non_clock_inputs
set_output_delay [expr $clk_period * $clk_io_pct] -clock clk0 [all_outputs]
==> reports/qor.csv <==
metric,value,unit
status,completed,
min-delay src,SCKr[0],
max-cap check violation count,0,
Critical Path Start,word_received,
DR top layer,met4,
vias per inst,5.06,
Crit Path Max Fanout,33,
total power,0.00163,W
clock sinks,110,
DRC,0,
postcts setup bufs,0,
largest net degree at the start of global routing,34,
number of OpenROAD warnings,26,
Yosys Chip Area,3720,µm²
Chip Height,88.2,µm
Layout area overhead,26.6,%
Synth Area per Inst,20.8,µm²
Starting DRT DRC Count,113,
CTS Root Cell,clkbuf_8,
Post-Syn Instances,179,
Init Core Util,51.5,%
cells along the critical path,"buf_4, clkdlybuf4s50_1",
"slowest stage delay, CP",550,ps
Hold Path Class,reg2reg,
cycle use final,51.2,%
fin. max-slew vios,0,
critical path data required time,4080,ps
RSZ-0062 raised after global routing,no,
grt total ovfl,0,
metal1 wirelength,2450,µm
LEAKAGE,1.63,nW
switching power,0.000329,W
DRT antenna net count,0,
clk buf depth,2,
post-CTS sizing,0,
FP Rows,31,
P_int,0.00130,W
# fillers,516,
CP max stage cell,clkdlybuf4s50_1,
fin crit period,2610,ps
Reg2Reg Setup Slack,3160,ps
"Design Area, Final",4710,µm²
number of global-route vias before repair,1693,
Die ar.,7790,µm²
final hold viol count,0,
"Seq share, synth",85.1,%
Max-slew headroom,52.3,%
power per cell area,346,nW/µm²
Yosys warnings,33,
Layout Skew,8.94,ps
Least-Margin Pin Slew,714,ps
Routed WL,5360,µm
initial antenna violation count,0,
routed wl met3,395,µm
latest clock arrival within the worst-skew pair,350,ps
post-synth design cell area,3720,µm²
H-Tree Depth,3,
total track usage,15.1,%
hold_buf cts,0,
WL met2,2480,µm
Final setup viols,0,
layout cell share with drive strength beyond 1,9.65,%
Critical R2R Launch,SSELr[1],
IO Count,70,
CTS tree,yes,
Distinct lib cells used,23,
DP HPWL,3260,µm
Placer Congestion,0.737,
Total Neg Setup Slack,0,ps
final core occ,65.3,%
crit start category,register,
switch share,20.2,%
Routed wire per std cell,15.0,µm
# Cells Yosys,179,
Die W,88.2,µm
Gate power share,4.9,%
clk slew on worst S/H paths,100,ps
Num CTS Buffers,9,
first-pass GRT wire length,8120,µm
clock group share of total power,32.6,%
WS Path Type,reg2out,
iteration count of the initial detailed-routing pass,4,
number of port buffers,69,
Flops after synth,110,
crit end category,output pin,
Antenna Cells,0,
worst vdd ir,236,µV
top cells by area,"edfxtp_1, dfxtp_1, a22o_1, buf_6, ha_1",
Fmax,0.383,GHz
largest area contributor in the netlist,edfxtp_1,
Seq pwr share,62.4,%
core area,7210,µm²
crit path DAT,1590,ps
Top-area cell share,77.5,%
DP Area,4500,µm²
DR vias,1811,
## worst paths after layout
check | to | cells after the start
worst max-delay path | rcvd_word_valid | 2
worst min register to register | SCKr[1] | 0
worst min-delay path | SCKr[1] | 0
worst max register to register | word_data_sent[26] | 4
## synth_stat cells
cell	n
a21oi_1	2
a22o_1	31
and2_1	2
and3_1	1
buf_2	3
buf_4	2
buf_6	4
dfxtp_1	14
edfxtp_1	96
ha_1	3
inv_1	3
mux2i_1	2
nand2b_1	1
nand3_1	1
nand3b_1	1
nor2_1	6
nor2_4	1
nor2b_1	1
nor4b_4	1
o21ai_0	1
or3_1	1
xnor2_1	1
xor2_1	1
## per-layer routing
layer	GRT usage, %	vias to the layer above
met5	0	-
met4	1.91	0
met3	6.43	2
met2	19.6	63
met1	28.8	893
li1	-	853
## per-stage QoR
step	std cells	hold WS, ps	setup WS [ps]
after floorplan	179	310	2730
after global placement	342	314	2890
after detailed placement	342	312	2850
after CTS	358	337	2450
after global routing	358	343	2400
final	358	335	2490
## worst max-delay path: cells and delay by family, from the launching register on
kind | cells | cell delay [ps]
flip-flops | 1 | 320
buffers and inverters | 2 | 910
## state kept, by name, summed over array words and instances, names as in the netlist
register                 flops
word_data_sent              32
byte_data_received          32
SCKr                         3
bitcnt                       5
word_received                1
MOSIr                        2
SSELr                        3
byte_data_received_hold     32
## final cells by class
| cell class | count | area (µm²) | share of cell area (%) |
|---|---|---|---|
| flip-flops and latches | 110 | 3160 | 67.2 |
| repair buffers | 73 | 721 | 15.3 |
| multi-input cells | 57 | 477 | 10.1 |
| clock buffers | 10 | 138 | 2.92 |
| well taps | 99 | 124 | 2.63 |
| clock inverters | 6 | 76.3 | 1.62 |
| inverters | 3 | 11.3 | 0.239 |
## power groups by stage
stage	sequential, W	combinational [W]	clock, W
after global routing	0.00102	0.0000877	0.000581
after CTS	0.00102	0.0000817	0.000550
final	0.00102	0.0000806	0.000532
## cell families (layout without fill, tap and decap cells)
group | Yosys count | in the layout | synth area share (%)
AND-OR/OR-AND | 34 | 34 | 7.71
flip-flops | 110 | 110 | 85.1
AND/OR/NAND/NOR | 16 | 16 | 2.89
adder cells (fa/ha/maj) | 3 | 3 | 1.01
buffers and inverters | 12 | 92 | 2.32
multiplexers | 2 | 2 | 0.538
XOR/XNOR | 2 | 2 | 0.471
## cells in the final DEF, fill, tap and decap left out, drive strengths merged, types with 2 or more instances in the layout
| cell | netlist | final |
|---|---|---|
| a21oi | 2 | 2 |
| a22o | 31 | 31 |
| and2 | 2 | 2 |
| buf | 9 | 4 |
| clkbuf | 0 | 10 |
| clkdlybuf4s50 | 0 | 69 |
| clkinv | 0 | 2 |
| dfxtp | 14 | 14 |
| edfxtp | 96 | 96 |
| ha | 3 | 3 |
| inv | 3 | 6 |
| mux2i | 2 | 2 |
| nor2 | 7 | 7 |
No activity file was given, so power comes from the tool's default toggle rates.
